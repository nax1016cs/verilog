## design/flow/design.v

```verilog
module HW1_16bit_shift_register(
output [15:0] Q,            
input [15:0] X,
input CLK,CLR,L,R);
HW1_8bit_shift_register G1(Q[15:8], X[15:8],L,R,CLK,CLR, Q[7],Q[0]);
HW1_8bit_shift_register G2(Q[7:0], X[7:0], L, R,CLK,CLR, Q[15],Q[8]);
endmodule 
module HW1_8bit_shift_register( 
output  reg [7:0] Q, 
input reg [7:0]D,
input S0,S1,CLK,CLR,LSI, RSI
);
always @(posedge CLK,negedge CLR)
  if(CLR==0) Q<=8'b00000000;
    else 
     case ({S0,S1})
       2'b00:  Q <=Q;
       2'b01:  Q <={RSI,Q[7:1]};
       2'b10:  Q <={Q[6:0],LSI};
       2'b11:  Q <=D;
   endcase 
endmodule 
```

## design/flow/config.mk

```make
export PLATFORM = sky130hd
export DESIGN_NAME = HW1_16bit_shift_register
export DESIGN_NICKNAME = HW1_16bit_shift_register
export VERILOG_FILES = /design/flow/design.v
export SDC_FILE = /design/flow/constraint.sdc
export NUM_CORES = 4
export LEC_CHECK = 1
export CORE_AREA = 10 10 86 86
export DIE_AREA = 0 0 96 96
```

## design/flow/run.sh

```bash
#!/bin/bash
# OpenROAD 26Q1-2900-gdf79404cd8, Yosys 0.63+post, stock flow scripts
make -C /OpenROAD-flow-scripts/flow DESIGN_CONFIG=/design/flow/config.mk WORK_HOME=/design/flow/orfs finish
```

## design/flow/constraint.sdc

```tcl
current_design HW1_16bit_shift_register

set clk_period 1.2
set clk_io_pct 0.2

create_clock -name clk0 -period $clk_period [get_ports {CLK}]

set non_clock_inputs [all_inputs -no_clocks]
set_input_delay [expr $clk_period * $clk_io_pct] -clock clk0 $non_clock_inputs
set_output_delay [expr $clk_period * $clk_io_pct] -clock clk0 [all_outputs]
```

==> run notes <==
Implementation results. Floorplan-stage core utilization landed at 0.156. For this run, the total global-route usage over all layers was measured as 0.0561. Of the cells placed in the final design, the portion with a size suffix greater than 1 is 0.348. OpenROAD emitted warnings numbering 25. The min-delay analysis places its worst path in the category in2async. Final period utilization landed at 0.954. Number of placement rows landed at 27.

Number of slew-limit violations in the final report landed at 0. Counting endpoints that fail hold in the final report gives 0. The tree is rooted in a sky130_fd_sc_hd__clkbuf_8. Number of levels in the clock H-tree landed at 1. Summed standard-cell area reported by yosys landed at 862 um^2. Largest net degree at the start of global routing landed at 17.

Clock-pin slew was measured on the worst setup and hold paths at 0.06 ns. Number of antenna violations at the first check in global routing landed at 0. The via count of the first global-routing pass came to 679. Number of buffers inserted during clock tree synthesis landed at 3. Leaving out buffers and inverters, the combinational logic in the layout accounts for 390 um^2. Per STA, the highest per-stage delay on the worst path measures 0.40 ns. Slew at the pin with the worst max-slew slack landed at 0.188 ns.

The die is 96 um wide. Across all hold checks on the routed design, the worst slack comes to 0.336 ns. The count of buffers added on input and output ports is 35.

The synthesized instance count is 40. In this run the cell area of the synthesized design comes to 862 um^2. Setup repair after global routing left no endpoint under its margin. The slowest stage of the critical path is the sky130_fd_sc_hd__dfrtp_1 cell.

Post-route core utilization landed at 0.261. For reference, the most critical setup path is categorized as reg2out. Cell count in the Yosys report landed at 40. Of all nets on the critical path, the largest fanout is 4.

The first global-routing pass estimated 3.86 mm of wire. Detailed-routing iteration count for the pre-antenna-repair pass landed at 4. Number of storage elements in the synthesis netlist landed at 16.

Sequential cell area landed at 400 um^2. The critical path in the final layout is reported with a setup slack of 0.0551 ns. Number of endpoints failing setup at the final stage landed at 0. Average via count per standard cell landed at 3.61.

Once detail routing completed, the nets flagged for antenna violations numbered 0. Total detailed-routing wirelength landed at 2.32 mm. Number of hold buffers added after CTS landed at 0.

In this run the deepest clock path goes through 2 buffers. Signed area change from the synthesized netlist to the final layout landed at 67.8%. Final routed DRC violation total landed at 0. The flow ran to the end, and the final reports show no timing, DRC or antenna violations. Post-route cell area landed at 0.00145 mm^2.

In the final layout, the fill cell count is 591. Sum of buffers and inverters on the critical path landed at 1. The top cell types in the final layout, fill and taps aside, are sky130_fd_sc_hd__clkdlybuf4s50_1 (17), sky130_fd_sc_hd__dfrtp_1 (16), sky130_fd_sc_hd__dlygate4sd2_1 (16). For this design the top-level I/O count stands at 36. Post-synthesis cell type count landed at 7. Dividing total power by cell area gives a power density of 1330 mW/mm^2.

Area of the die landed at 0.00922 mm^2. Per the cell usage report, the commonest logic cell in the layout is sky130_fd_sc_hd__clkdlybuf4s50_1. The timing report attributes the biggest portion of critical-path delay to flip-flops. Worst clock skew landed at 0.000673 ns. According to the floorplan report, the die height is 96 um.

TritonCTS built the clock tree. Average footprint of a synthesized cell landed at 21.6 um^2. Normalized max-slew margin landed at 0.875.

The data required time reported for the critical path is 0.96 ns. First-iteration detailed-routing DRC count landed at 29. The worst setup path is launched from a register. Per the detail_route report, routed wire per instance is 14.4 um. The post-placement cell area is 0.00129 mm^2. The clock drives 16 sinks.

Residual overflow from global routing landed at 0. For this design the static power due to leakage is 0.623 nW. The worst path in the final design needs a cycle of 1.14 ns, including I/O delays and setup. The placement summary gives the final routability congestion estimate as 0.749. Maximum vdd ir drop landed at 0.580 mV.

The region available for standard cell placement spans 0.00554 mm^2. The run reported a max-capacitance violation count of 0. Per STA, the worst path is made up of dlygate4sd2_1. Based on the critical path, the design can be clocked at up to 873 MHz.

Sequential share of the synthesized area landed at 0.464. The worst setup path is captured at an output port. Worst path arrival time landed at 0.90 ns.

Detailed routing inserted a total of 581 vias. For this run, the script counts the antenna cells in the layout as 0. At the later pin of the worst-skew pair, clock insertion delay measures 0.24 ns.

Count of warnings emitted by yosys landed at 1. Worst slack at placement landed at -0.435 ns.
-- kinds of logic after synthesis --
logic type	Yosys count	share of synthesized area
mux	16	0.453
buf+inv	8	0.0827
flops	16	0.464
-- repair_timing --
item | CTS | global route
gates cloned | 1 | 0
resized | 19 | 2
pin swaps | 0 | 0
buffers inserted | 13 | 0
endpoints found under the setup margin | 32 | 7
-- power breakdown --
part / total, W / switching [W] / internal (W) / leakage (nW)
Combinational: 0.000713 / 0.000179 / 0.000533 / 0.407
Sequential: 0.000750 / 0.0000776 / 0.000673 / 0.187
Clock: 0.000458 / 0.000168 / 0.000290 / 0.0288
Total: 0.00192 / 0.000425 / 0.00150 / 0.623
-- through the flow --
step                      setup TNS, ns  total power, W  instances
after floorplan                       0         0.00103         40
after global placement            -5.91         0.00140        143
after detailed placement          -6.15         0.00141        143
after CTS                             0         0.00196        161
after global routing                  0         0.00207        161
final                                 0         0.00192        161
-- flip-flops by register name, indices dropped and copies added, names as in the netlist --
signal  count
G2.Q        8
G1.Q        8
-- synth_stat cells --
cell                      number  area share
sky130_fd_sc_hd__mux4_1        8        0.24
sky130_fd_sc_hd__buf_12        1       0.023
sky130_fd_sc_hd__dfrtp_1      16        0.46
sky130_fd_sc_hd__buf_4         4       0.035
sky130_fd_sc_hd__mux4_2        8        0.21
sky130_fd_sc_hd__buf_2         2       0.012
sky130_fd_sc_hd__buf_6         1       0.013
-- layout make-up --
cell class	count	share of cell area
timing repair buffer	53	0.353
clock buffer	4	0.0381
sequential	16	0.277
tap	72	0.0623
multi-input combinational	16	0.270
-- metal layers --
| metal | global-route usage | wire length [um] | part of all wire | up-vias |
|---|---|---|---|---|
| met1 | 0.0779 | 1080 | 0.46 | 280 |
| li1 | - | - | - | 270 |
| met3 | 0.0338 | 307 | 0.13 | 0 |
| met4 | 0.00246 | 0 | 0 | 0 |
| met5 | 0 | 0 | 0 | - |
| met2 | 0.0779 | 934 | 0.40 | 31 |
-- path summary, 6_finish.rpt --
path	slack, ns	startpoint	to	depth (start not counted)
hold / removal	0.34	CLR	G1.Q[1]	2
setup reg to reg	0.06	G1.Q[6]	G1.Q[7]	2
setup / recovery	0.06	G2.Q[1]	Q[1]	1
max in group asynchronous	0.75	CLR	G2.Q[3]	2
hold reg to reg	0.64	G2.Q[5]	G2.Q[5]	1
min in group clk0	0.50	L	G2.Q[3]	3
Power is estimated from default activity; no workload was simulated.
