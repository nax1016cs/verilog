[flow/run.sh]
#!/bin/bash
# OpenROAD 26Q1-2900-gdf79404cd8, Yosys 0.63+post, stock flow scripts
make -C /OpenROAD-flow-scripts/flow DESIGN_CONFIG=/design/flow/config.mk WORK_HOME=/design/flow/orfs finish
[flow/config.mk]
export PLATFORM = sky130hd
export DESIGN_NAME = HW2_scanner_modified
export DESIGN_NICKNAME = HW2_scanner_modified
export VERILOG_FILES = /design/flow/design.v
export SDC_FILE = /design/flow/constraint.sdc
export NUM_CORES = 4
export LEC_CHECK = 1
export CORE_AREA = 10 10 72 72
export DIE_AREA = 0 0 82 82
[flow/constraint.sdc]
current_design HW2_scanner_modified

set clk_period 2.6
set clk_io_pct 0.2

create_clock -name clk0 -period $clk_period [get_ports {CLK}]

set non_clock_inputs [all_inputs -no_clocks]
set_input_delay [expr $clk_period * $clk_io_pct] -clock clk0 $non_clock_inputs
set_output_delay [expr $clk_period * $clk_io_pct] -clock clk0 [all_outputs]
[flow/design.v]
module HW2_scanner_modified (R0, R1, R2, R3, CLK, C0, C1, C2, N0, N1, N2, N3, V);
input R0;
input R1;
input R2;
input R3;
input CLK;
inout C0;
inout C1;
inout C2;
output N0;
output N1;
output N2;
output N3;
output V;
reg V;
reg C0_tmp, C1_tmp, C2_tmp;
reg QA;
wire K;
reg Kd;
reg [2:0] state;
reg [2:0] nextstate;
assign C0 = C0_tmp;
assign C1 = C1_tmp;
assign C2 = C2_tmp;
assign K = R0 | R1 | R2 | R3 ;
assign N3 = (R2 & ~C0) | (R3 & ~C1) ;
assign N2 = R1 | (R2 & C0) ;
assign N1 = (R0 & ~C0) | (~R2 & C2) | (~R1 & ~R0 & C0) ;
assign N0 = (R1 & C1) | (~R1 & C2) | (~R3 & ~R1 & ~C1) ;
initial
  begin
   state = 1;
   nextstate = 1;
   end
always @(state, R0, R1, R2, R3, C0, C1, C2, K, Kd, QA)
  begin
	C0_tmp = 1'b0 ;
	C1_tmp = 1'b0 ;
	C2_tmp = 1'b0 ;
	V = 1'b0 ;
	case (state)
	  1 :
		begin	
			C0_tmp = 1'b1 ;
			C1_tmp = 1'b1 ;
			C2_tmp = 1'b1 ;
			if ((Kd & K) == 1'b1)
				nextstate = 2 ;
			else
				nextstate = 1 ;
		end
	 2 :
		begin
			C0_tmp = 1'b1 ;
			if ((Kd & K) == 1'b1)
				begin
					V = 1'b1 ;
					nextstate = 5 ;
				end
			else if (K == 1'b0)
				nextstate = 3 ;
			else
				nextstate = 2 ;
		end
	3 :
		begin
			C1_tmp = 1'b1 ;
			if ((Kd & K) == 1'b1)
				begin
					V = 1'b1 ;
					nextstate = 5 ;
				end
			else if (K == 1'b0)
				nextstate = 4 ;
			else
				nextstate = 3 ;
		end
	  4 :
		begin
			C2_tmp <= 1'b1 ;
			if ((Kd & K) == 1'b1)
				begin
				V <= 1'b1 ;
				nextstate = 5 ;
				end
			else
				nextstate = 4 ;
		end
	  5 :
		begin
			C0_tmp = 1'b1 ;
			C1_tmp = 1'b1 ;
			C2_tmp = 1'b1 ;
			if (Kd == 1'b0)
				nextstate = 1 ;
			else
				nextstate = 5 ;
			end
		endcase
	end
always @(posedge CLK)
	begin
		state <= nextstate ;
		QA <= K ;
		Kd <= QA ;
	end
endmodule
==> flow_summary.ini <==
; generated from flow reports
[outcome]
outcome = aborted with a tool error
stop_stage = clock tree synthesis
stop_error = [error] [KeplerFormal.cpp:679] Workflow failed: Iso has multiple drivers: .C10, _48_.Y0

[floorplan]
die_h_um = 82
fp.dieW_um = 82
io_pins = 13
initCoreUtil = 0.108
rows = 22

[synth]
netlist_instances = 44
ys_chip_area_um2 = 397
ys_cells = 44
top_cells_by_area = dfxtp_1 (25%), dlxtn_1 (11%), a21o_1 (5.7%), mux2_2 (5.7%), a221o_1 (5.0%)
synth.avg_cell_area_um2 = 9.01
synth_flops = 8
syn_area_um2 = 397
ff_type = dfxtp_1
top_cell_area_share = 0.252
synth_area_leader_cell = dfxtp_1
ys_types = 26
async_flop_share = 0
top_cell = dfxtp_1
ys_warn_count = 1
synthTopCellsByCount = dfxtp_1 (5), inv_1 (4), nor2_1 (4), a21o_1 (3), dlxtn_1 (3)
edf_count = 0

[clocking]
ctsHoldBuffers = 0
numCtsBuffers = 3
ctsRootBufferMaster = clkbuf_8
postCtsSetupRepairBufs = 0
cts_resized = 0
clk_path_buf_depth = 2
cts_max_level = 1

[placed_design]
port_buffers = 9
place_congestion = 0.853

[timing]
untimed_endpoints = 6
unclocked_regs = 3
[stage by stage]
stage | hold slack [ps] | cell area, um^2 | setup WS [ps] | std cells
3_5_place_dp | 315 | 554 | 69.9 | 102
3_3_place_gp | 313 | 554 | 84.9 | 102
2_1_floorplan | 310 | 397 | 1060 | 44
[cells by family after synthesis]
kind of cell    after synthesis  synth area share
compound gates               14             0.271
simple gates                 13             0.202
flops                         5             0.252
buf+inv                       5            0.0568
mux                           3            0.0820
latches                       3             0.114
xor+xnor                      1            0.0221
