==> /design/flow/design.v <==
module HW2_divider(Clk, St, Divisor, Dividend, Quotient, Overflow, Done);
input Clk, St;
input [15:0] Divisor, Dividend;
output  [15:0] Quotient;
output reg Done,Overflow;
wire B;
wire K;
reg [3:0]count;
reg [1:0]state;
reg [15:0] Acc;
reg [15:0] D;
assign B = (Acc < Divisor) ? 1: 0 ;
assign K = (count==4'b1111) ? 1: 0 ;
assign Quotient = D;
initial 
  begin 
    state <= 2'b0;
    D <= 16'b0;
    Acc  <=16'b0;
    count <= 4'b0;
    Overflow <=0;
  end 
  always @(posedge Clk)
     begin 
      case (state)
	  0:
            if(St==1)
		begin 
			 Done <=0;
			 count <=4'b0;
			 Overflow <=0;
			 state <=1;  
		end		
	    else 
		state <=0;
           1:
		if(Divisor==16'b0)
		  begin 
		   state <= 0;
		   Overflow <=1;
		  end 
		else 
		   begin 
			Acc <=16'b0;
			D <=Dividend;
			state <=2;
		   end  
	   2:
		begin
			Acc <= {Acc[14:0], D[15]};
			D <= {D[14:0], Acc[15]};
			state <=3;
		end 
	   3: 
		begin 
		  if(B && !(K))
			begin 
				Acc <= {Acc[14:0], D[15]};
				D <= {D[14:0], 1'b0};
				count <= count +1;
				state<=3;
			end 
		   else if(!(B) && !(K))
			begin 
				Acc <= Acc - Divisor;
				D [0] <=1;
				state<=3;
			end 
 		  else if(!(B) && K)
			begin 
				Acc <= Acc - Divisor;
				D [0] <=1;				
				Done <= 1;
				state<=0;
			end 
		else if (  B && K)
			begin 
				Done <=1;
				state <=0;
			end 
		end 
	endcase
    end
endmodule 
==> /design/flow/run.sh <==
#!/bin/bash
# OpenROAD 26Q1-2900-gdf79404cd8, Yosys 0.63+post, stock flow scripts
make -C /OpenROAD-flow-scripts/flow DESIGN_CONFIG=/design/flow/config.mk WORK_HOME=/design/flow/orfs finish
==> /design/flow/config.mk <==
export PLATFORM = sky130hd
export DESIGN_NAME = HW2_divider
export DESIGN_NICKNAME = HW2_divider
export VERILOG_FILES = /design/flow/design.v
export SDC_FILE = /design/flow/constraint.sdc
export NUM_CORES = 4
export LEC_CHECK = 1
export CORE_UTILIZATION = 50
==> /design/flow/constraint.sdc <==
current_design HW2_divider

set clk_period 9.8
set clk_io_pct 0.2

create_clock -name clk0 -period $clk_period [get_ports {Clk}]

set non_clock_inputs [all_inputs -no_clocks]
set_input_delay [expr $clk_period * $clk_io_pct] -clock clk0 $non_clock_inputs
set_output_delay [expr $clk_period * $clk_io_pct] -clock clk0 [all_outputs]
==> results_dict.tcl <==
# implementation run metrics
set metrics [dict create \
    status "finished, final reports clean" \
    timing.final.crit_share_pct 47.0 \
    path_max_fanout 15 \
    grt_setup_unrepaired "no" \
    ys_sh_simple_pct 9.13 \
    diodes 0 \
    end_kind "register" \
    tightest_slew_ns 0.561 \
    critical_path.max_stage_delay_ns 0.49 \
    gp_congestion 0.865 \
    grt_max_degree 26 \
    numCtsBuffers 5 \
    grt_pass1_vias 1792 \
    cts_sinks 40 \
    synthAoiAreaFrac_pct 20.3 \
    syn_avg_cell_area_sq_um 11.4 \
    ys_top_logic_family "AND-OR/OR-AND gates" \
    cts_tree "done" \
    ys.warnings.count 1 \
    cp_slowest_cell "clkdlybuf4s50_1" \
    antenna_found_initial 0 \
    critical_path_class "primary input to register" \
    core_util_floorplan_pct 52.2 \
    synthTopCellsByArea "edfxtp_1, ha_1, mux2_2, a22o_2, inv_1" \
    vias 1972 \
    hold_viol 0 \
    dp.final_hpwl_um 4160 \
    postSynthCellCount 236 \
    finalPower_uw 1010 \
    cp_common_cell "buf_4" \
    wire_per_inst_um 15.2 \
    grt_pass1_wl_um 8630 \
    setup_viol 0 \
    die_width_um 75.3 \
    n_fill_cell 415 \
    io_buffer_count 51 \
    worstHoldPathType "register to register" \
    critPathArrivalTime_ns 4.59 \
    cap_violations 0 \
    fmax_ghz 0.217 \
    synth_seq_share_pct 44.7 \
    die_area_sq_um 5670 \
    netlist.area_leader.share_pct 44.7 \
    setup_tns_ns 0 \
    required_ns 9.79 \
    clock_path_buffers 2 \
    synth_stat.cells 236 \
    wl_um 5510 \
    critPathTopFamily "buffers and inverters" \
    syn-cell-area_sq_um 2690 \
    adder_share_pct 8.67 \
    power_density_nw_per_um2 301 \
    warnings 26 \
    cts_root_buf "clkbuf_8" \
    synth_flops 40 \
    comb_area_sq_um 1320 \
    post_cts_buffers 0 \
    area.sequential_sq_um 1200 \
    yosysUniqueCellTypes 46 \
    clock_latency_ns 0.29 \
    clock-skew-final_ns 0.00729 \
    yosys_area_sq_um 2690 \
    drtIter0Drc 130 \
    slew-limit-headroom_pct 62.2 \
    die.size.y_um 75.3 \
    async_reset_ff_share_pct 0 \
    drive_gt1_share_pct 17.8 \
    p_leak_uw 0.00140 \
    r2r_start "Acc[0]$_DFFE_PP_" \
    grt_use_total_pct 21.8 \
    synth_area_leader_cell "edfxtp_1" \
    xor_share_pct 4.24 \
    startpoint "Divisor[0]" \
    drtPass1Iterations 4 \
    edf_count 40 \
    vias_per_cell 5.45 \
    cp-start-kind "primary input" \
    ys_sh_mux_pct 6.29 \
    hp-start "Acc[6]$_DFFE_PP_" \
    cp_num_buf_inv 4 \
    drc_errors 0 \
    ff_type "edfxtp_1" \
    period_needed_ns 4.61 \
    io_pins 52 \
    clk_pin_slew_ns 0.08 \
    slew_violations 0 \
    area_delta_synth_final_pct 24.9 \
    ctsHoldBuffers 0 \
    crit_chain "clkdlybuf4s50_1 -> ha_1 -> inv_1 -> fa_1 -> a21oi_1 -> o211a_1 -> a2111o_1 -> a31oi_2 -> buf_4 -> nor2_1 -> buf_4" \
    hold_slack_ns 0.583 \
    rows 26 \
    core-area_sq_um 5140 \
    cts-resized-gates 0 \
    grt_overflow 0 \
    ir_drop_mv 0.136 \
    ant_nets 0 \
    htreeDepth 2 \
]
## power breakdown
part | internal (uW) | switching [uW]
combinational | 276 | 240
sequential | 311 | 46.2
clock | 75.4 | 59.4
total | 662 | 346
## stage by stage
step           std cells  worst slack [ns]  instance area [sq um]  util, %
6_report             362              5.19                   3350     65.3
4_1_cts              362              5.22                   3350     65.3
5_1_grt              362              5.01                   3350     65.3
3_3_place_gp         354              4.98                   3240     63.1
2_1_floorplan        237              5.28                   2690        -
3_5_place_dp         354              4.91                   3240     63.1
## path summary, 6_finish.rpt
path                      endpoint  slack [ns]  cells after the start
setup / recovery    D[4]$_DFFE_PP_        5.19                     11
hold / removal    Acc[7]$_DFFE_PP_        0.58                      1
setup reg to reg    D[4]$_DFFE_PP_        6.91                     11
hold reg to reg   Acc[7]$_DFFE_PP_        0.58                      1
## state kept, by name (all words and copies together) (netlist names)
signal and flops:
state 2, Done 1, count 4, Overflow 1
Acc 16, D 16
## cell families after synthesis
logic type / count (synthesis)
AOI/OAI and AO/OA: 67
and+or+nand+nor: 49
DFF: 40
xor gates and xnor gates: 13
muxes: 15
buffers and inverters: 33
other: 1
adders and majority gates: 18
## placed cells by master, fill, tap and decap left out, types with 3 or more instances in the layout
| master | netlist | layout |
|---|---|---|
| nand3_1 | 5 | 5 |
| xnor2_1 | 5 | 5 |
| inv_1 | 25 | 25 |
| nand2b_1 | 5 | 5 |
| mux2_2 | 15 | 15 |
| xor2_1 | 8 | 8 |
| buf_4 | 0 | 4 |
| nand2_1 | 8 | 8 |
| clkdlybuf4s50_1 | 0 | 51 |
| clkbuf_8 | 2 | 5 |
| ha_1 | 17 | 17 |
| nor4_1 | 4 | 4 |
| a21o_1 | 5 | 5 |
| a22o_2 | 14 | 14 |
| nor2_1 | 15 | 15 |
| a21oi_1 | 12 | 12 |
| nand4_1 | 3 | 3 |
| o21ai_0 | 11 | 11 |
| edfxtp_1 | 40 | 40 |
## cells in the mapped netlist, types with 2 or more instances
master / instances
nor2b_1: 2
nand3_1: 5
a21o_1: 5
xor2_1: 8
a211oi_1: 2
a32o_1: 2
nor2_1: 15
o21ai_2: 2
ha_1: 17
o211ai_1: 2
mux2_2: 15
edfxtp_1: 40
nor4_1: 4
clkbuf_1: 2
o21ai_0: 11
clkbuf_8: 2
nand2b_1: 5
a21o_2: 2
buf_6: 4
o21a_1: 2
nor3_1: 2
inv_1: 25
xnor2_1: 5
a22o_2: 14
nand2_1: 8
a21oi_1: 12
nand4_1: 3
o211a_1: 2
## layer usage
metal | wire length, um | up-vias | global-route usage [%]
li1 | - | 995 | -
met1 | 2680 | 920 | 37.1
met2 | 2350 | 46 | 30.8
met3 | 340 | 11 | 5.29
met4 | 138 | 0 | 4.32
met5 | 0 | - | 0
## final cells by class
| class | count | share of cell area [%] |
|---|---|---|
| Clock inverter | 3 | 1.27 |
| Timing Repair Buffer | 55 | 16.1 |
| Sequential cell | 40 | 35.8 |
| Tap cell | 70 | 2.61 |
| Clock buffer | 5 | 2.05 |
| Multi-Input combinational cell | 164 | 39.4 |
| Inverter | 25 | 2.80 |
Power and IR drop assume default switching activity.
